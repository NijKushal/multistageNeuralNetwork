==> flow/design.v <==
module MyDesign (
  input   wire dut_run                    , 
  output  reg dut_busy                   ,
  input   wire reset_b                    ,  
  input   wire clk                        ,
  output reg        input_sram_write_enable    ,
  output reg [11:0] input_sram_write_addresss  ,
  output reg [15:0] input_sram_write_data      ,
  output reg [11:0] input_sram_read_address    ,
  input wire [15:0] input_sram_read_data       ,
  output reg        output_sram_write_enable    ,
  output reg [11:0] output_sram_write_addresss  ,
  output reg [15:0] output_sram_write_data      ,
  output reg [11:0] output_sram_read_address    ,
  input wire [15:0] output_sram_read_data       ,
  output reg        scratchpad_sram_write_enable    ,
  output reg [11:0] scratchpad_sram_write_addresss  ,
  output reg [15:0] scratchpad_sram_write_data      ,
  output reg [11:0] scratchpad_sram_read_address    ,
  input wire [15:0] scratchpad_sram_read_data       ,
  output reg        weights_sram_write_enable    ,
  output reg [11:0] weights_sram_write_addresss  ,
  output reg [15:0] weights_sram_write_data      ,
  output reg [11:0] weights_sram_read_address    ,
  input wire [15:0] weights_sram_read_data       
);
  reg enable_reading_N, kernel_matrix_read, alternate_reg_storage, enable_reading_input_matrix, enable_accumulating, enable_relu, max_pooling_output_flag, enable_maxpooling, write_to_sram_flag, accumulate_to_write_to_sram, write_to_higher_bits_flag, new_matrix_flag, append_zero_flag, output_sram_write_enable_flag, increment_address_flag, reset_flag_set;
  reg signed [7:0] kernel_matrix_0, kernel_matrix_1, kernel_matrix_2, kernel_matrix_3, kernel_matrix_4, kernel_matrix_5, kernel_matrix_6, kernel_matrix_7, kernel_matrix_8;
  reg signed [7:0] input_temp_reg_1, input_temp_reg_2, input_temp_reg_3, input_temp_reg_4, input_temp_reg_5, input_temp_reg_6;
  reg [5:0] current_state, next_state;
  reg [6:0] N_value, row_number, col_number_tracker;
  reg [1:0] traversal_row_number, row_number_tracker;
  reg signed [7:0] kernel_reg_1, kernel_reg_2, kernel_reg_3;
  reg signed [8:0] relu_output_2, relu_input_1, relu_output_1, relu_input_2, max_pooling_reg_1, max_pooling_reg_2;
  reg signed [19:0] accum1, accum2;
  reg [15:0] max_pooling_output, address_reference_for_right_shifting;
  reg [1:0] current_state_1, next_state_1;
  reg [19:0] write_to_higher_bits_counter;
  parameter [3:0]
    Idle = 4'b0000,
    read_N_state = 4'b0001,
    delay_state = 4'b0010,
    read_inputs_1 = 4'b0011,
    read_inputs_2 = 4'b0100,
    delay_state_1 = 4'b0101,
    delay_state_2 = 4'b0110,
    delay_state_3 = 4'b0111,
    delay_state_4 = 4'b1000,
    delay_state_5 = 4'b1001;
  parameter [1:0]
    start_relu = 2'b00,
    stop_relu = 2'b01,
    generate_output = 2'b10,
    write_to_sram = 2'b11;
  always @(*) begin
    alternate_reg_storage = 1;
    enable_accumulating = 0;  
    write_to_sram_flag = 0;
    enable_reading_N = 0;
    enable_reading_input_matrix = 0;
    dut_busy = 1;
    casex(current_state) 
      Idle: begin  
              dut_busy = 0;
              if(dut_run)
              begin     
                next_state = read_N_state;
              end
              else
                next_state = Idle;
            end
      read_N_state: begin  
                      enable_reading_N = 1;
                      if(new_matrix_flag) 
                        next_state = read_inputs_1;
                      else
                        next_state = delay_state;
                    end
      delay_state:  begin  
                      enable_reading_N = 1;
                      next_state = read_inputs_1;
                    end
      read_inputs_1:  begin  
                        if(N_value == 7'h7f)
                          begin
                            next_state = delay_state_1;
                          end
                        else
                          begin
                            enable_reading_input_matrix = 1;
                            enable_accumulating = 1;
                            next_state = read_inputs_2;
                          end
                      end
      read_inputs_2:  begin  
                        alternate_reg_storage = 0;
                        if(new_matrix_flag)
                          next_state = read_N_state;
                        else
                          next_state = read_inputs_1;
                          enable_reading_input_matrix = 1;
                      end
      delay_state_1: begin  
                        next_state = delay_state_2;
                      end
      delay_state_2: begin
                        next_state = delay_state_3;
                      end
      delay_state_3: begin
                        next_state = delay_state_4;
                      end
      delay_state_4: begin
                      next_state = delay_state_5;
                    end
      delay_state_5: begin
                      next_state = Idle;
                    end
      default:  begin
                  next_state = Idle;
                end
    endcase
  end
  always @(posedge clk or negedge reset_b) begin
    if (!reset_b)
      current_state <= Idle;
    else
      current_state <= next_state;
  end
  always @(*) begin
    enable_relu = 0;    
    enable_maxpooling = 0; 
    casex(current_state_1) 
      start_relu:   
        begin
          if(traversal_row_number == 3 || reset_flag_set)
            begin
              next_state_1 = stop_relu;
              enable_relu = 1;
            end
          else if(traversal_row_number == 1)   
          begin
            next_state_1 = start_relu;
          end
          else 
            begin
              next_state_1 = start_relu;
            end
        end
      stop_relu: begin  
        enable_maxpooling = 1;
        next_state_1 = generate_output;
      end
      generate_output: begin  
        next_state_1 = write_to_sram;
        write_to_sram_flag = 1;
      end
      write_to_sram: begin  
        next_state_1 = start_relu;
      end
    endcase
  end
  always @(posedge clk) begin
    if (!reset_b)
      current_state_1 <= start_relu;
    else
      current_state_1 <= next_state_1;
  end
  always @(posedge clk) begin
    if(current_state == Idle || current_state == delay_state_5)
      reset_flag_set <= 0;
    if(current_state == 0)
      begin
        input_sram_read_address <= 0;
        col_number_tracker <= 1;
        traversal_row_number <= 1;
        row_number_tracker <= 1;
        new_matrix_flag <= 0; 
        address_reference_for_right_shifting <= 1;
        row_number <= 1;
      end
    else if(enable_reading_N)
      begin
        N_value <= input_sram_read_data[7:0];
        input_sram_read_address <= input_sram_read_address + 1;
        if(input_sram_read_data[15:0] == 16'hffff)
          reset_flag_set <= 1;
        if(input_sram_read_data[7:0] != 7'h7f)
          new_matrix_flag <= 0;
      end
    else if(enable_reading_input_matrix)
      begin
        if (alternate_reg_storage) begin
          input_temp_reg_1 <= input_sram_read_data[15:8];
          input_temp_reg_2 <= input_sram_read_data[7:0];
          input_temp_reg_4 <= input_sram_read_data[7:0];
          traversal_row_number <= traversal_row_number + 1;
          if(traversal_row_number != 3)
            input_sram_read_address <= input_sram_read_address + (N_value/2 - 1);
          else 
            begin
              traversal_row_number <= 1;
               if(col_number_tracker == (N_value/2 - 1) && row_number_tracker % 2 == 0)  
                begin
                  if(row_number + 1 == N_value/2)  
                    begin
                      input_sram_read_address <= input_sram_read_address + 1;
                      new_matrix_flag <= 1;
                      col_number_tracker <= 1;
                      address_reference_for_right_shifting <= input_sram_read_address + 2;
                      row_number <= 1;
                      row_number_tracker <= 1;
                    end
                  else  
                    begin
                      address_reference_for_right_shifting <= input_sram_read_address - (N_value - 1);
                      col_number_tracker <= 1;
                      row_number <= row_number + 1;
                      input_sram_read_address <= input_sram_read_address - (N_value - 1);
                      row_number_tracker <= 1;
                    end
                end
              else if(row_number_tracker % 2 == 0)  
                begin
                  col_number_tracker <= col_number_tracker + 1;
                  address_reference_for_right_shifting <= address_reference_for_right_shifting + 1;
                  input_sram_read_address <= address_reference_for_right_shifting + 1;
                  row_number_tracker <= 1;
                end
              else  
                begin
                  row_number_tracker <= row_number_tracker + 1;
                  input_sram_read_address <= input_sram_read_address - (N_value/2 + 1); 
                end
            end
        end
        else begin
          input_temp_reg_3 <= input_sram_read_data[15:8];
          input_temp_reg_5 <= input_sram_read_data[15:8];
          input_temp_reg_6 <= input_sram_read_data[7:0];
          input_sram_read_address <= input_sram_read_address + 1;
        end
      end
  end
  always @(posedge clk) begin
    if(current_state == Idle)
      begin
        accum1 <= 0;
        accum2 <= 0;
      end
    else if(enable_accumulating)
      begin
        accum1 <= accum1 + (input_temp_reg_1 * kernel_reg_1) + (input_temp_reg_2 * kernel_reg_2) + (input_temp_reg_3 * kernel_reg_3);  
        accum2 <= accum2 + (input_temp_reg_4 * kernel_reg_1) + (input_temp_reg_5 * kernel_reg_2) + (input_temp_reg_6 * kernel_reg_3);  
      end
    else
      begin
        if(traversal_row_number == 2)
          begin
            accum1 <= 0;
            accum2 <= 0;
            relu_input_1 <= accum1;
            relu_input_2 <= accum2;
            kernel_reg_1 <= kernel_matrix_0;
            kernel_reg_2 <= kernel_matrix_1;
            kernel_reg_3 <= kernel_matrix_2;
          end
        else if(traversal_row_number == 3)
          begin
            kernel_reg_1 <= kernel_matrix_3;
            kernel_reg_2 <= kernel_matrix_4;
            kernel_reg_3 <= kernel_matrix_5;
          end
        else
          begin
            kernel_reg_1 <= kernel_matrix_6;
            kernel_reg_2 <= kernel_matrix_7;
            kernel_reg_3 <= kernel_matrix_8;
          end
      end
  end
  always @(posedge clk) begin
    begin
      if(enable_relu)  
        begin
          if(relu_input_1 < 0)
            relu_output_1 <= 0;
          else if(relu_input_1 > 127)
            relu_output_1 <= 127;
          else
            relu_output_1 <= relu_input_1;
        end
      else
        relu_output_1 <= relu_output_1;
    end
  end
  always @(posedge clk)
    begin
      if(enable_relu)
        begin
          if(relu_input_2 < 0)
            relu_output_2 <= 0;
          else if(relu_input_2 > 127)
            relu_output_2 <= 127;
          else
            relu_output_2 <= relu_input_2;
        end
      else  
        relu_output_2 <= relu_output_2;
    end
  always @(posedge clk) 
    begin
      if(current_state == Idle)
        begin
          max_pooling_output_flag <= 0;
          write_to_higher_bits_flag <= 1;
          max_pooling_output <= 0;
          accumulate_to_write_to_sram <= 0;
          write_to_higher_bits_counter <= 0;
        end
      else if(enable_maxpooling)
        begin
        if(max_pooling_output_flag)
          begin
            max_pooling_reg_1 <= (relu_output_1 > relu_output_2)? relu_output_1: relu_output_2;  
            if(row_number == (N_value/2-1) && col_number_tracker == (N_value/2-1))
            begin
              append_zero_flag <= 1;
              if(reset_flag_set)
                begin
                  max_pooling_reg_2 <= 1'bx;
                  accumulate_to_write_to_sram <= 1;
                  max_pooling_output_flag <= 1;
                end
            end
          end
        else
          begin
            max_pooling_reg_2 <= (relu_output_1 > relu_output_2)? relu_output_1: relu_output_2;
            accumulate_to_write_to_sram <= 1;
          end
      end
      if(current_state_1 == generate_output)
        max_pooling_output_flag <= ~max_pooling_output_flag;
      if(accumulate_to_write_to_sram)
        begin
          accumulate_to_write_to_sram <= 0;
          if(write_to_higher_bits_flag)
            begin
              max_pooling_output[7:0] <= (max_pooling_reg_1 > max_pooling_reg_2)? max_pooling_reg_1: max_pooling_reg_2;  
              write_to_higher_bits_flag <= 0;
              if(write_to_higher_bits_counter > 1)
                output_sram_write_enable_flag <= 1;
            end
          else 
            begin
              write_to_higher_bits_flag <= 1;
              max_pooling_output[15:8] <= (max_pooling_reg_1 > max_pooling_reg_2)? max_pooling_reg_1: max_pooling_reg_2;  
              if(append_zero_flag)
                begin
                  max_pooling_output[7:0] <= 0;
                  append_zero_flag <= 0;
                  output_sram_write_enable_flag <= 1;
                  write_to_higher_bits_flag <= 0;
                end
            end
        end
      if(current_state_1 == write_to_sram)
        write_to_higher_bits_counter <= write_to_higher_bits_counter + 1; 
      if(current_state_1 == start_relu)
        output_sram_write_enable_flag <= 0;
  end
  always @(posedge clk)
    begin
      if(current_state_1 == start_relu && traversal_row_number == 1)
        output_sram_write_enable <= 0;
      if(output_sram_write_enable_flag)  
        begin
          output_sram_write_enable <= 1;
          output_sram_write_data <= max_pooling_output;
          increment_address_flag <= 1;
        end
      if(current_state == Idle && dut_run)
        output_sram_write_addresss <= 0;
      else if(increment_address_flag)
        begin
          increment_address_flag <= 0;
          output_sram_write_addresss <= output_sram_write_addresss + 1;
        end
    end
  always @(posedge clk) begin
    if(current_state == Idle)
      begin
        kernel_matrix_read <= 0;
        weights_sram_read_address <= 0;
      end
    else if(reset_b && kernel_matrix_read)  
      begin
        if(weights_sram_read_address == 1)
          begin
            kernel_matrix_0 <= weights_sram_read_data[15:8];
            kernel_matrix_1 <= weights_sram_read_data[7:0];
          end
        else if(weights_sram_read_address == 2)
          begin
            kernel_matrix_2 <= weights_sram_read_data[15:8];
            kernel_matrix_3 <= weights_sram_read_data[7:0];
          end
        else if(weights_sram_read_address == 3)
          begin
            kernel_matrix_4 <= weights_sram_read_data[15:8];
            kernel_matrix_5 <= weights_sram_read_data[7:0];
          end
        else if(weights_sram_read_address == 4)
          begin
            kernel_matrix_6 <= weights_sram_read_data[15:8];
            kernel_matrix_7 <= weights_sram_read_data[7:0];
          end
        else if(weights_sram_read_address == 5)
          begin
            kernel_matrix_8 <= weights_sram_read_data[15:8];
            kernel_matrix_read <= 0;
          end
        weights_sram_read_address <= weights_sram_read_address + 1;
      end  
    if(!new_matrix_flag)
      kernel_matrix_read <= 1;
    else
      kernel_matrix_read <= 0;
  end
endmodule
==> flow/config.mk <==
export PLATFORM = sky130hd
export DESIGN_NAME = MyDesign
export DESIGN_NICKNAME = MyDesign
export VERILOG_FILES = /design/flow/design.v
export SDC_FILE = /design/flow/constraint.sdc
export NUM_CORES = 4
export LEC_CHECK = 1
export CORE_UTILIZATION = 50
==> flow/run.sh <==
#!/bin/bash
# OpenROAD 26Q1-2900-gdf79404cd8, Yosys 0.63+post, stock flow scripts
make -C /OpenROAD-flow-scripts/flow DESIGN_CONFIG=/design/flow/config.mk WORK_HOME=/design/flow/orfs finish
==> flow/constraint.sdc <==
current_design MyDesign

set clk_period 5.6
set clk_io_pct 0.2

create_clock -name clk0 -period $clk_period [get_ports {clk}]

set non_clock_inputs [all_inputs -no_clocks]
set_input_delay [expr $clk_period * $clk_io_pct] -clock clk0 $non_clock_inputs
set_output_delay [expr $clk_period * $clk_io_pct] -clock clk0 [all_outputs]
==> impl_metrics.json <==
{
  "grt_usage_pct": 24.6,
  "fmax_ghz": 0.169,
  "die_h_um": 230,
  "cts_tree": "yes",
  "drc": 0,
  "instances_no_fill": 3516,
  "synth_top_area_share_pct": 26.3,
  "synth.distinct_cells": 89,
  "drt_iter0_markers": 967,
  "finalClockPeriodUsage_pct": 105,
  "slew_headroom_pct": 41.3,
  "critPathArrivalTime_ps": 6320,
  "yosysTopAreaCell": "edfxtp_1",
  "setup-violations-final": 2,
  "seq_area_sq_mm": 0.00929,
  "violations": "negative setup slack",
  "crit_buf_inv": 5,
  "htree_num_levels": 2,
  "synth-edff-count": 227,
  "drv_slew": 0,
  "status": "finished, violations left",
  "cap_violations": 0,
  "r2r_start": "input_temp_reg_3[4]$_DFFE_PP_",
  "ys_ff": 348,
  "worst_pin_slew_ps": 881,
  "fin_util_pct": 58.1,
  "cp.depth": 21,
  "portBuffers": 88,
  "wl_per_cell_um": 17.0,
  "core_util_floorplan_pct": 50.6,
  "syn_area_sq_mm": 0.0259,
  "setup_ws_ps": -306,
  "gr-total-overflow": 0,
  "cp.required_ps": 6010,
  "design_area_sq_mm": 0.0298,
  "endpoint": "accum1[8]$_SDFFE_PP0P_",
  "synth_area_per_cell_sq_um": 9.96,
  "yosysChipArea_sq_mm": 0.0259,
  "r2r_slack_ps": -310,
  "num_rows": 83,
  "fill_cells": 4182,
  "cts_sinks": 348,
  "yosysSeqAreaShare_pct": 35.8,
  "cts_made_buffers": 41,
  "ys_cells": 2605,
  "path_cells": "nand2_2 -> fa_1 -> inv_1 -> fa_1 -> inv_2 -> fa_1 -> inv_1 -> fa_1 -> fa_1 -> fa_1 -> inv_2 -> fa_1 -> inv_2 -> ha_4 -> o21ai_2 -> o21bai_1 -> a21oi_2 -> xnor2_1 -> xnor3_1 -> nand2_1 -> a21oi_1",
  "synth_cells": 2605,
  "core-area_sq_mm": 0.0513,
  "ys.flop_type": "edfxtp_1",
  "antenna_found_initial": 0,
  "postRouteAntennaNets": 0,
  "r2r-end": "accum1[8]$_SDFFE_PP0P_",
  "crit_family": "adder cells",
  "io_pins": 232,
  "grt_max_degree": 50,
  "critPathCaptureType": "flip-flop",
  "synthTopCellsByCount": "299 x inv_1, 278 x nand2_1, 227 x edfxtp_1",
  "dieArea_sq_mm": 0.0528,
  "place.gp.congestion": 0.942,
  "cts_root_buffer": "clkbuf_16",
  "grt_pass1_wl_um": 96600,
  "yosysWarnings": 112,
  "path_clk_slew_ps": 60,
  "cts_max_path_buffers": 3,
  "drt-pass1-iter-count": 5,
  "slowest_stage": "edfxtp_1",
  "dp_hpwl_um": 44900,
  "crit_path_max_fanout": 7,
  "startpoint": "input_temp_reg_3[4]$_DFFE_PP_",
  "vias_per_cell": 5.16,
  "async_reset_ff_share_pct": 2.87,
  "area_growth_pct": 14.9,
  "hold_viol_final": 0,
  "comb_area_sq_mm": 0.0149,
  "fin_setup_tns_ps": -574,
  "openroad.warnings": 68,
  "antenna-diode-count": 0,
  "hp-class": "reg -> reg",
  "yosysMostFrequentCell": "inv_1",
  "rsz0062_at_grt": "yes",
  "ff2ff_path_depth": 21,
  "wl_um": 59800,
  "die_w_um": 230,
  "path_class": "reg -> reg",
  "dp.cells": 3408,
  "synthTopCellsByArea": "edfxtp_1 26%, fa_1 13%, ha_1 9.3%",
  "final_layout_size_suffix_gt1_share_pct": 11.1,
  "fin_skew_ps": 20.6,
  "postPlaceCellArea_sq_mm": 0.0280,
  "grt_pass1_vias": 18193,
  "crit_top_cell": "fa_1",
  "max_stage_delay_ps": 550,
  "num_vias": 18139,
  "min_period_ps": 5910,
  "start_kind": "flip-flop",
  "clock_latency_ps": 570
}
==> area by class of cell <==
class,instances,area share [%]
timing repair buffer,250,7.79
sequential,348,31.2
clock buffer,57,3.82
inverter,301,3.79
clock inverter,19,0.622
tap,680,2.86
multi-input combinational,1861,49.9
==> repair_timing <==
item	in CTS	in global routing
hold buffers	0	0
pin swaps	6	85
setup buffers	6	26
setup endpoints to repair	5	7
resized	11	56
hold endpoints to repair	0	0
gates cloned	0	1
==> how the worst min path moves through the flow <==
stage                              start  slack (ps)  depth (start not counted)                         end
finish        current_state[7]$_DFF_PN0_         340                          0  current_state[4]$_DFF_PN0_
global route  current_state[1]$_DFF_PN0_         360                          0  current_state[6]$_DFF_PN0_
CTS           current_state[7]$_DFF_PN0_         350                          0  current_state[4]$_DFF_PN0_
==> cells by family after synthesis <==
logic type	Yosys count	synth area share, %
compound gates	317	7.68
xor+xnor	214	7.47
fa+ha+maj	355	21.8
simple gates	797	15.3
other cells	1	0.0145
buf+inv	510	9.41
mux	63	2.49
flops	348	35.8
==> placed cells by master, fill, tap and decap left out, drive strengths merged, types with 7 or more instances in the layout <==
| cell type | Yosys | layout |
|---|---|---|
| inv | 300 | 302 |
| nand2 | 279 | 279 |
| edfxtp | 227 | 227 |
| ha | 193 | 193 |
| fa | 162 | 162 |
| buf | 135 | 161 |
| xnor2 | 145 | 145 |
| and2 | 133 | 133 |
| nor2 | 126 | 126 |
| conb | 1 | 115 |
| dfxtp | 111 | 111 |
| o21ai | 101 | 101 |
| clkdlybuf4s50 | 0 | 88 |
| a21oi | 84 | 84 |
| nand3 | 67 | 67 |
| xor2 | 65 | 65 |
| clkbuf | 74 | 58 |
| mux2i | 53 | 53 |
| nor3 | 33 | 33 |
| nor2b | 27 | 27 |
| nand4 | 26 | 26 |
| or3 | 24 | 24 |
| and3 | 23 | 23 |
| o21a | 16 | 16 |
| a21o | 16 | 16 |
| a211oi | 16 | 16 |
| nand2b | 15 | 15 |
| clkinv | 1 | 15 |
| o211ai | 12 | 12 |
| nor4 | 12 | 12 |
| mux2 | 10 | 10 |
| o221ai | 10 | 10 |
| a31oi | 10 | 10 |
| dfrtp | 9 | 9 |
| a21boi | 7 | 7 |
==> state kept, by name, summed over array words and instances (netlist names), 10 cells and up <==
register / flops
output_sram_write_addresss: 12
max_pooling_output: 16
weights_sram_read_address: 12
current_state: 10
input_sram_read_address: 12
address_reference_for_right_shifting: 12
output_sram_write_data: 16
write_to_higher_bits_counter: 20
==> per-stage QoR <==
stage,setup WS (ps),hold WS [ps]
after floorplan,1.96,331
after global placement,-426,337
after detailed placement,-453,335
after CTS,-350,350
after global routing,-578,359
final,-306,343
==> metal layers <==
layer / wire length [um] / global-route usage (%)
met1: 27200 / 39.2
met2: 26800 / 36.4
met3: 4290 / 6.36
met4: 1480 / 4.93
met5: 0 / 0
